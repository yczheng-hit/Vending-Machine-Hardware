### ./constraint.sdc
current_design Top

set clk_period 10.1
set clk_io_pct 0.2

create_clock -name clk0 -period $clk_period [get_ports {CLOCK_50}]

set non_clock_inputs [all_inputs -no_clocks]
set_input_delay [expr $clk_period * $clk_io_pct] -clock clk0 $non_clock_inputs
set_output_delay [expr $clk_period * $clk_io_pct] -clock clk0 [all_outputs]
### ./config.mk
export PLATFORM = sky130hd
export DESIGN_NAME = Top
export DESIGN_NICKNAME = Top
export VERILOG_FILES = /design/flow/design.v
export SDC_FILE = /design/flow/constraint.sdc
export NUM_CORES = 4
export LEC_CHECK = 1
export CORE_UTILIZATION = 40
### ./run.sh
#!/bin/bash
# OpenROAD 26Q1-2900-gdf79404cd8, Yosys 0.63+post, stock flow scripts
make -C /OpenROAD-flow-scripts/flow DESIGN_CONFIG=/design/flow/config.mk WORK_HOME=/design/flow/orfs finish
### ./design.v
module Top(
input [17:0] SW,
input [3:0] KEY,
input CLOCK_50,
input CLOCK_27,
output [17:0] LEDR,
output [7:0] LEDG,
output [6:0] HEX0,
output [6:0] HEX1,
output [6:0] HEX2,
output [6:0] HEX3,
output [6:0] HEX4,
output [6:0] HEX5,
output [6:0] HEX6,
output [6:0] HEX7
);
wire clk = CLOCK_50;
assign LEDR = SW;
assign LEDG[3:0] = KEY;
parameter DIV_1k = 50_000;
wire reset = ~KEY[0];
wire clk_1k;
wire [4:0] o_price;
wire [4:0] o_change;
wire [4:0] o_money;
wire [1:0] o_num_10;
wire o_num_5;
wire [2:0] o_num_1;
vendingMachine u_vendingMachine(
	.clk       (clk_1k       ),
	.reset     (reset     ),
	.i_cancel  (SW[17] ),
	.i_confirm (SW[16] ),
	.i_finish  (SW[15]  ),
	.i_coin    (SW[10:8]    ),
	.i_price   (SW[2:0]   ),
	.o_num_10  (o_num_10   ),
	.o_num_5   (o_num_5   ),
	.o_num_1   (o_num_1   ),
	.o_price   (o_price   ),
	.o_change  (o_change  ),
	.o_money   (o_money   ),
	.o_ready   (LEDG[6]   ),
	.o_goods   (LEDG[7]   )
);
clk_div 
#(
	.DIV (DIV_1k )
)
u_clk_div(
	.clk_in  (clk  ),
	.reset   (reset   ),
	.clk_out (clk_1k )
);
display2 u0_display2(
	.i_data     (o_price     ),
	.o_digital1 (HEX6 ),
	.o_digital2 (HEX7 )
);
display2 u1_display2(
	.i_data     (o_money     ),
	.o_digital1 (HEX4 ),
	.o_digital2 (HEX5 )
);
display1 u0_display1(
	.i_data     (o_num_10),
	.o_digital (HEX2)
);
display1 u1_display1(
	.i_data     (o_num_5),
	.o_digital (HEX1)
);
display1 u2_display1(
	.i_data     (o_num_1),
	.o_digital (HEX0)
);
wire clk_1;
assign LEDG[5] = clk_1;
reg [2:0]cnt;
parameter MAX=3'b101;
        always @(posedge reset or posedge clk_1)
        begin
            if(reset)
            begin
                cnt<=3'b000;
            end
            else
            begin
                if(cnt==MAX)
                begin
                    cnt<=3'b000;
                end
                else
                begin
                    cnt<=cnt+3'b001;
                end
            end
        end
parameter DIV_1 = 50_000_000;
clk_div 
#(
	.DIV (DIV_1 )
)
u1_clk_div(
	.clk_in  (clk  ),
	.reset   (reset   ),
	.clk_out (clk_1 )
);
display1 utest_display1(
	.i_data     (cnt),
	.o_digital (HEX3)
);
endmodule
module clk_div(
	input clk_in,
	input reset,
	output clk_out
);
parameter DIV = 100;
reg [31:0]div = DIV/2;
reg [31:0] rreg;
wire [31:0] nxt;
reg track;
always @(posedge clk_in or posedge reset)
begin
  if (reset)
     begin
        rreg <= 0;
		track <= 1'b0;
     end
  else if (nxt == div)
 	   begin
	    rreg <= 0;
	    track <= ~track;
	   end
  else 
		rreg <= nxt;
end
assign nxt = rreg+1;   	      
assign clk_out = track;
endmodule
module display1(
    input [3:0] i_data,
    output reg [6:0]o_digital
);
always @(i_data) begin
    case(i_data)
        4'h0: o_digital = 7'b100_0000;
        4'h1: o_digital = 7'b111_1001;
        4'h2: o_digital = 7'b010_0100;
        4'h3: o_digital = 7'b011_0000;
        4'h4: o_digital = 7'b001_1001;
        4'h5: o_digital = 7'b001_0010;
        4'h6: o_digital = 7'b000_0010;
        4'h7: o_digital = 7'b111_1000;
        4'h8: o_digital = 7'b000_0000;
        4'h9: o_digital = 7'b001_0000;
        4'ha: o_digital = 7'b000_1000;
        4'hb: o_digital = 7'b000_0011;
        4'hc: o_digital = 7'b010_0111;
        4'hd: o_digital = 7'b010_0001;
        4'he: o_digital = 7'b000_0110;
        4'hf: o_digital = 7'b000_1110;
    endcase
end
endmodule
module display2(
    input [4:0] i_data,
    output [6:0]o_digital1,
    output [6:0]o_digital2
);
display1 u0_display1(
	.i_data    (i_data%10    ),
    .o_digital (o_digital1 )
);
display1 u1_display1(
	.i_data    (i_data/10    ),
    .o_digital (o_digital2 )
);
endmodule
module vendingMachine(
	input clk,
	input reset,
	input i_cancel,
	input i_confirm,
	input i_finish,
	input [2:0] i_coin,
	input [2:0] i_price,
	output [1:0] o_num_10,   
	output o_num_5,          
	output [2:0] o_num_1,    
	output [4:0] o_price,
	output [4:0] o_change,  
	output [4:0] o_money,  
	output reg o_ready,       
	output reg o_goods        
);
reg [4:0]change;
assign o_change = change;
assign o_num_10 =   (change>=20)? 2:
                    (change>=10)? 1:
                    0;
assign o_num_5 =    ((change>=25)||(change<20&&change>=15)||(change<10&&change>=5))? 1:0;
assign o_num_1 =    change%5;
wire [4:0] price = i_price[2]?5'd20:i_price[1]?5'd14:5'd10;
assign o_price = price;
reg [4:0] money;
assign o_money = money;
parameter S0=5'b00000;  
parameter S1=5'b00001;  
parameter S2=5'b00010;  
parameter S3=5'b00100;  
parameter S4=5'b01000;  
parameter S5=5'b10000;  
reg [4:0] curr_s;
reg [4:0] next_s;
reg money_clr;
reg [2:0]last_coin;
always @(posedge clk or  posedge reset)
begin
    if(reset) begin
        money <= 5'd0;
		last_coin <= 3'b000;
	end
    else if(money_clr) begin
        money <= 5'd0;
		last_coin <= 3'b000;
    end
    else begin
        if((curr_s == S0)||(curr_s == S1))
        begin
            last_coin <= i_coin;
            if((!i_coin[0])&last_coin[0]) begin	 
                money <= money + 5'd1;
            end 
            if((!i_coin[1])&last_coin[1]) begin	 
                money <= money + 5'd5;
            end 
            if((!i_coin[2])&last_coin[2]) begin	 
                money <= money + 5'd10;
            end 
        end
	end
end
always @(posedge clk or  posedge reset)
begin
    if(reset)
        curr_s <= S0;
    else
        curr_s <= next_s;    
end
always @(*)
begin
next_s = 'dx;
case(curr_s)
    S0: if(money == 0)          next_s = S0;     
        else                    next_s = S1;
    S1: if(i_cancel == 1)       next_s = S5;     
        else if(money < price)  next_s = S1;     
        else                    next_s = S2;     
    S2: if(i_confirm == 1)      next_s = S3;     
        else if (i_cancel == 1) next_s = S5;     
        else                    next_s = S2; 
    S3: if(i_finish == 1)       next_s = S4;     
        else                    next_s = S3; 
    S4: if((!i_finish)&(!i_cancel)&(!i_confirm))                            next_s = S0;    
        else                    next_s = S4;
    S5:                         next_s = S4;     
    default:    next_s = S0;
endcase
end
always @(posedge clk or  posedge reset)
begin
    if(reset)
    begin
        money_clr = 0;
        change <= 0;
        o_goods <= 0;
        o_ready <= 0; 
    end     
    else
    case(curr_s)
        S0:
        begin
            change <= 5'd0; 
            o_goods <= 0; 
            o_ready <= 0; 
            money_clr <= 0;
        end
        S1: 
        begin
			change <= 5'd0;
			o_goods <= 0;
			o_ready <= 0;
            money_clr <= 0;
        end
        S2:               
        begin             
            change <= 5'd0;
			o_goods <= 0;
			o_ready <= 1;	 
            money_clr <= 0;
        end
        S3:               
        begin             
            change <= money - price;   
			o_goods <= 1;	 
			o_ready <= 0;
        end
        S4:               
        begin             
			o_goods <= 0;	 
			o_ready <= 0;
            money_clr <= 1;
        end
        S5:               
        begin             
            change <= money;   
			o_goods <= 0;
			o_ready <= 0;
        end
        default :
        begin 
            change <= 5'd0; 
			o_goods <= 0;
			o_ready <= 0; 
            money_clr <= 0;
		end
    endcase
end              
endmodule
==> run_results.csv <==
group,metric,value,unit
run_status,status,"finished, final reports clean",
grt,grt_pass1_vias,4713,
cells_and_area,utilization,46.5,%
critical_path,crit_fanout,7,
final_timing,untimed_endpoints,64,
drt,drc,0,
clock_network,root_buffer,"clkbuf_16",
final_timing,setup_viol,0,
yosys,ys_types,75,
die,die_w,130,µm
yosys,numSynthFlops,91,
placed_design,gp_congestion,0.887,
critical_path,crit_type,"primary input to primary output",
placed_design,numPortBuffers,67,
grt,grt_max_degree,54,
critical_path,path_delay_family,"buffers and inverters",
yosys,synth_area,6590,µm²
yosys,yosys_area,6590,µm²
power_and_ir_drop,p_leak,3.18,nW
yosys,synthCells,741,
yosys,synth-edff-count,0,
cells_and_area,mostFrequentLayoutCell,"dfrtp_1",
placed_design,dpl.hpwl,9.46,mm
critical_path,critPathLaunch,"SW[2]",
clock_network,cts-buffers-inserted,9,
critical_path,cp-end-kind,"primary output",
placed_design,dpl_cell_area,7090,µm²
cells_and_area,syn_to_final_growth,13.0,%
critical_path,cp-start-kind,"primary input",
grt,grtUsageTotal,16.4,%
drt,insertedDiodeCount,0,
final_timing,unclocked_pins,25,
critical_path,r2r-start,"u_clk_div.rreg[8]$_DFF_PN0_",
grt,overflow,0,
cells_and_area,lay_top_cells,"90 x dfrtp_1, 67 x nor2_1, 66 x clkdlybuf4s50_1",
final_timing,fmax,0.189,GHz
die,fp_util,41.2,%
drt,m1WireLength,6.63,mm
final_timing,clock_skew,0.00615,ns
power_and_ir_drop,total_power,0.654,mW
drt,wl_met3,509,µm
grt,antenna_found_initial,0,
yosys,yosys-stat-cells,741,
final_timing,period_used_share,52.4,%
worst_hold_path,hp-class,"flip-flop to flip-flop",
clock_network,cts_tree,"yes",
final_timing,maxSlewViolCount,0,
drt,drt_iter0_drc,377,
final_timing,worstMarginPinSlew,0.812,ns
grt,grt_pass1_wl,22.3,mm
die,num_rows,46,
drt,wl,13.1,mm
yosys,ys_seq_share,34.6,%
final_timing,layout_min_cycle_time,5.29,ns
cells_and_area,fin_area,7440,µm²
critical_path,critPathArrivalTime,3.27,ns
cells_and_area,drive_gt1_share,5.82,%
clock_network,clock_path_buffers,2,
final_timing,fin_setup_tns,0,ns
critical_path,cp.required,8.08,ns
clock_network,post_cts_buffers,0,
drt,via_count,5145,
final_timing,rsz0062_at_grt,"false",
yosys,synth_area_per_cell,8.89,µm²
critical_path,max_stage_delay,0.51,ns
clock_network,h-tree-depth,3,
power_and_ir_drop,power.density,87.8,nW/µm²
critical_path,crit_buf_inv,4,
clock_network,cts_resized,0,
final_timing,slew_headroom,45.4,%
critical_path,crit_chain,"clkdlybuf4s50_1, inv_1, nand2_1, inv_1, clkdlybuf4s50_1",
clock_network,ctsHoldBuffers,0,
die,die_height,130,µm
power_and_ir_drop,irDropWorstVdd,0.0000760,V
job,maxCapViolations,0,
drt,detail-route-antenna-nets,0,
clock_network,clk_pin_slew,0.05,ns
final_timing,hold_violations,0,
die,io_pins,106,
drt,wl_per_cell,13.5,µm
critical_path,cp_slowest_cell,"clkdlybuf4s50_1",
die,die-area,17000,µm²
worst_hold_path,worstHoldStart,"u_clk_div.rreg[25]$_DFF_PN0_",
drt,viasPerCell,5.29,
drt,topRoutingLayerUsed,"met4",
die,core,16000,µm²
yosys,ff_type,"dfrtp_1",
job,log.warning_count,44,
clock_network,insertion_delay,0.33,ns
yosys,yosysWarningCount,12,
drt,wl_met2,5.78,mm
drt,drtPass1Iterations,4,
yosys,async_flop_share,100,%
==> per-stage QoR <==
step	instances	setup slack, ns	hold WS, ns
after floorplan	750	5.86	0.454
after global placement	956	4.81	0.485
after detailed placement	956	4.80	0.481
after CTS	972	4.79	0.495
after global routing	972	4.70	0.512
final	972	4.81	0.490
==> where the power goes <==
| group | leakage [nW] | switching (mW) | internal (mW) |
|---|---|---|---|
| logic | 1.77 | 0.0119 | 0.0111 |
| registers | 1.24 | 0 | 0.265 |
| clock network | 0.176 | 0.112 | 0.254 |
==> flip-flops by register name, indices dropped and copies added, names as in the netlist <==
signal                      cells
u1_clk_div.rreg                32
u_vendingMachine.curr_s         6
u_vendingMachine.last_coin      3
u1_clk_div.track                1
u_clk_div.rreg                 32
u_vendingMachine.o_goods        1
u_vendingMachine.money_clr      1
u_vendingMachine.money          5
u_clk_div.track                 1
cnt                             3
u_vendingMachine.change         5
u_vendingMachine.o_ready        1
==> kinds of logic after synthesis <==
kind of cell | Yosys count | synth area share (%)
flip-flops | 91 | 34.6
multiplexers | 18 | 3.08
adder cells (fa/ha/maj) | 37 | 7.14
other | 2 | 0.114
XOR/XNOR | 75 | 9.97
AND-OR/OR-AND | 115 | 11.7
AND/OR/NAND/NOR | 289 | 24.0
buffers and inverters | 114 | 9.40
==> layer usage <==
metal	GRT usage [%]	vias up
met5	0	-
met4	2.70	0
met3	2.05	19
met2	24.6	97
met1	26.4	2460
li1	-	2569
==> synthesized netlist by cell type, types with 5 or more instances <==
cell type  number  area (µm²)
dfrtp_1        90        2250
nor2_1         67         251
nand2_1        52         195
buf_4          47         353
xnor2_1        41         359
ha_1           36         450
inv_1          34         128
xor2_1         34         298
o21ai_0        27         135
nand3_1        26         130
nand4_1        26         163
a21oi_1        25         125
clkbuf_1       24        90.1
nor3_1         19        95.1
nor2b_1        16         100
and3_1         13        81.3
mux2i_1         9        90.1
and2_1          8        50.1
and4_1          8        70.1
mux2_2          8        90.1
nand2b_1        8        50.1
nor3b_1         8        60.1
nor4_1          7        43.8
a31oi_1         6        37.5
a211oi_1        5        37.5
buf_2           5        25.0
==> final timing paths <==
| kind | slack (ns) | depth (start not counted) | to |
|---|---|---|---|
| max | 4.81 | 5 | HEX6[3] |
| min | 0.49 | 1 | u_clk_div.rreg[25]$_DFF_PN0_ |
| max reg2reg | 6.82 | 7 | u_clk_div.track$_DFFE_PN0P_ |
| min reg2reg | 0.49 | 1 | u_clk_div.rreg[25]$_DFF_PN0_ |
| max in group asynchronous | 7.37 | 2 | u_clk_div.rreg[15]$_DFF_PN0_ |
| min in group asynchronous | 1.68 | 1 | u1_clk_div.rreg[6]$_DFF_PN0_ |
==> cell type report <==
type                    count  area, µm²
fillers                  1477       8560
flip-flops and latches     91       2280
repair buffers             70        691
clock inverters             5        100
clock buffers              11        253
well taps                 216        270
inverters                  34        128
multi-input cells         545       3720
Power is estimated from default activity; no workload was simulated.
